<file path="design/flow/config.mk">
export PLATFORM = sky130hd
export DESIGN_NAME = Guia_0705
export DESIGN_NICKNAME = Guia_0705
export VERILOG_FILES = /design/flow/design.v
export SDC_FILE = /design/flow/constraint.sdc
export NUM_CORES = 4
export LEC_CHECK = 1
export CORE_AREA = 10 10 70 70
export DIE_AREA = 0 0 80 80
</file>
<file path="design/flow/run.sh">
#!/bin/bash
# OpenROAD 26Q1-2900-gdf79404cd8, Yosys 0.63+post, stock flow scripts
make -C /OpenROAD-flow-scripts/flow DESIGN_CONFIG=/design/flow/config.mk WORK_HOME=/design/flow/orfs finish
</file>
<file path="design/flow/design.v">
module Guia_0705 (
    input wire a,
    input wire b,
    input wire [2:0] select,
    input wire negate_b,
    output wire result
);
wire not_b, selected_gate;
assign not_b = negate_b ? ~b : b;
assign selected_gate = (select == 3'b000) ? (~a) :
                       (select == 3'b001) ? (a & not_b) :
                       (select == 3'b010) ? ~(a & not_b) :
                       (select == 3'b011) ? (a | not_b) :
                       (select == 3'b100) ? ~(a | not_b) :
                       (select == 3'b101) ? (a ^ not_b) :
                       (select == 3'b110) ? ~(a ^ not_b) :
                       1'b0;
assign result = selected_gate;
endmodule
</file>
<file path="design/flow/constraint.sdc">
current_design Guia_0705

set clk_period 1.7
set clk_io_pct 0.2

create_clock -name clk0 -period $clk_period

set non_clock_inputs [all_inputs -no_clocks]
set_input_delay [expr $clk_period * $clk_io_pct] -clock clk0 $non_clock_inputs
set_output_delay [expr $clk_period * $clk_io_pct] -clock clk0 [all_outputs]
</file>
==> ci_impl_report.md <==
## Implementation flow summary

| Metric | Value |
|---|---|
| Mux frac, synth | `0` |
| YS warnings | `0` |
| Final instance area | `310 um^2` |
| Critical path arrival | `roughly 1.6 ns` |
| 1st-pass router iterations | `4` |
| Routed Antenna Nets | `0` |
| Hold WS | `about 1.3 ns` |
| Worst Hold Class | `input pin to output pin` |
| Post-Route WL | `roughly 420 um` |
| Placed Area | `around 280 um^2` |
| IO buf count | `7` |
| Synth area leader | `a211oi_2` |
| Top cells excl fill/tap | `buf_4, inv_2, a211oi_2, dlygate4sd2_1, clkdlybuf4s50_1` |
| Critical path's largest stage delay | `0.30 ns` |
| Area delta synth->final | `170%` |
| Post-CTS Setup Bufs | `0` |
| Cells after Synth | `15` |
| Share of the synthesized area in the top cell type | `0.217` |
| Slowest cell on the critical path | `a221o_1` |
| Lkg Pwr | `roughly 0.00012 uW` |
| # rows | `21` |
| Worst Setup End Kind | `output pin` |
| Crit path max-delay family | `AND-OR/OR-AND gates` |
| Max Cap Violations | `0` |
| Peak VDD IR | `a little under 0.00006 V` |
| Syn Area/Cell | `approximately 7.7 um^2` |
| Crit start category | `input pin` |
| Dominant kind of combinational cell | `AND-OR/OR-AND gates` |
| Clock Buffer Count | `0` |
| Vias per cell | `approximately 2.2` |
| Post-layout period usage | `1.11` |
| XOR/XNOR Area Share | `0.0761` |
| Seq cells | `0` |
| GR Util All Layers | `0.0120` |
| Ant. Diodes | `0` |
| # fillers | `406` |
| Buffer and inverter count on the worst path | `4` |
| Crit-path max FO | `2` |
| Yosys chip area | `roughly 120 um^2` |
| Setup WS post-layout | `-0.195 ns` |
| Die H | `around 80 um` |
| FF+latch area | `0 um^2` |
| Aoi share | `0.370` |
| Die X-Extent | `approximately 80 um` |
| PwrDens | `229 mW/mm^2` |
| Die area | `between 0.006 and 0.007 mm^2` |
| Total congestion overflow | `0` |
| Synth cell types | `11` |
| Largest cells by area | `a211oi_2, ha_1, inv_1` |
| DR vias | `between 150 and 200` |
| Hpwl dp | `around 370 um` |
| Critical path required time | `about 1.4 ns` |
| Wire per inst | `roughly 5.8 um` |
| Post-route setup TNS | `-0.195 ns` |
| Failing checks | `setup timing` |
| Final setup viols | `1` |
| Layout cells sized above 1 | `0.519` |
| Top cell excl fill/tap | `buf_4` |
| Fmax | `528 MHz` |
| Synthesized area | `115 um^2` |
| Worst path most repeated cell | `inv_2` |
| Slew headroom | `0.817` |
| 1st-iter DRT viols | `7` |
| Final hold vios | `0` |
| Core Util at FP | `0.0337` |
| Initial antenna violation count | `0` |
| CORE AREA | `around 0.0034 mm^2` |
| Yosys simple share | `0.239` |
| Ys cells | `15` |
| Remaining DRCs | `0` |
| CP Class | `input pin to output pin` |
| Hold Path Depth | `4` |
| GPL Wtd Cong | `about 0.59` |
| Crit-path cells | `buf_8 > xor2_4 > inv_2 > ha_4 > inv_2 > a221o_1 > a211oi_2 > buf_2` |
| Tool warnings | `35` |
| First-pass GRT wire length | `between 600 and 700 um` |
| Final Max Tran Viols | `0` |
| Status | `finished with violations` |
| Pin count of the biggest net entering global routing | `5` |
| Sequential fraction of the synthesis area | `0` |
| Number of I/O pins | `7` |
| Origin of the worst min-delay path | `select[2]` |
| Hold EP | `result` |
| RSZ-0062 raised after global routing | `yes` |
| Post-layout minimum cycle time | `~1.9 ns` |
| Slew @ Worst Pin | `roughly 0.27 ns` |
| Vias in the first global route | `~150` |
| Fa+ha+maj area frac | `0.217` |
[cell usage after synthesis]
library cell	count
a221o_1	1
nor3_1	1
ha_1	2
inv_1	3
a211oi_2	2
xor2_1	1
o31ai_1	1
or2b_1	1
nand2_1	1
nand2b_1	1
nand3_1	1
[logic make-up after synthesis]
kind of cell	Yosys count
buf+inv	3
simple gates	5
fa+ha+maj	2
xor+xnor	1
compound gates	4
[per-stage QoR]
stage               worst slack (ns)  instances  total power, uW    util
finish                        -0.195         73             71.1  0.0908
global route                  -0.271         73             77.7  0.0908
CTS                           -0.227         73             72.6  0.0908
detailed placement             -1.15         73             65.1  0.0821
global placement               -1.15         73             63.5  0.0821
floorplan                    0.00593         15             24.0       -
[worst max path at each step]
stage         start     end  slack (ns)  depth (start not counted)
finish            b  result       -0.19                          8
CTS               b  result       -0.23                          8
global route      b  result       -0.27                          8
[metal layers]
layer,vias to the layer above,track usage,share of wire
met4,0,0,0
met2,4,0.0201,0.46
met5,-,0,0
met3,0,0,0.0071
li1,79,-,-
met1,78,0.0178,0.53
[power breakdown]
part           internal [uW]  total, uW  switching (uW)  leakage (uW)
clock                      0          0               0             0
sequential                 0          0               0             0
combinational           43.0       71.1            28.0      0.000115
[what timing repair did]
| item | in CTS | in global routing |
|---|---|---|
| pin swaps | 4 | 0 |
| hold buffers | 0 | 0 |
| resized | 21 | 0 |
| hold endpoints to repair | 0 | 0 |
| setup endpoints to repair | 1 | 1 |
[layout make-up]
type	instances	area, um^2	area share
well taps	46	57.6	0.185
inverters	3	11.3	0.0363
multi-input cells	12	135	0.435
repair buffers	12	106	0.343
No activity file was given, so power comes from the tool's default toggle rates.
